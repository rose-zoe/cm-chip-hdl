## flow/config.mk

```make
export PLATFORM = sky130hd
export DESIGN_NAME = maxdim
export DESIGN_NICKNAME = maxdim
export VERILOG_FILES = /design/flow/design.v
export SDC_FILE = /design/flow/constraint.sdc
export NUM_CORES = 4
export LEC_CHECK = 1
export CORE_AREA = 10 10 113 113
export DIE_AREA = 0 0 123 123
```

## flow/constraint.sdc

```tcl
current_design maxdim

set clk_period 7.5
set clk_io_pct 0.2

create_clock -name clk0 -period $clk_period

set non_clock_inputs [all_inputs -no_clocks]
set_input_delay [expr $clk_period * $clk_io_pct] -clock clk0 $non_clock_inputs
set_output_delay [expr $clk_period * $clk_io_pct] -clock clk0 [all_outputs]
```

## flow/design.v

```verilog
module maxdim
(
  input [0:2] pri1, pri2, pri3, pri4, pri5, pri6, pri7,
  input [0:11] addr1, addr2, addr3, addr4, addr5, addr6, addr7,
  input [0:3] curDim,
  output reg toSend
);
reg [0:2] pris [0:7];
always @(*) begin
  pris[0] = 3'b000;
  pris[1] = (addr1[curDim]) ? pri1 : 3'b000;
  pris[2] = (addr2[curDim]) ? pri2 : 3'b000;
  pris[3] = (addr3[curDim]) ? pri3 : 3'b000;
  pris[4] = (addr4[curDim]) ? pri4 : 3'b000;
  pris[5] = (addr5[curDim]) ? pri5 : 3'b000;
  pris[6] = (addr6[curDim]) ? pri6 : 3'b000;
  pris[7] = (addr7[curDim]) ? pri7 : 3'b000;
end
reg [0:2] tree [0:5];
always @(*) begin
  tree[0] = (pris[0] < pris[1]) ? 3'b001 : 3'b000;
  tree[1] = (pris[2] < pris[3]) ? 3'b011 : 3'b010;
  tree[2] = (pris[4] < pris[5]) ? 3'b101 : 3'b100;
  tree[3] = (pris[6] < pris[7]) ? 3'b111 : 3'b110;
  tree[4] = (pris[tree[0]] < pris[tree[1]]) ? tree[1] : tree[0];
  tree[5] = (pris[tree[2]] < pris[tree[3]]) ? tree[3] : tree[2];
  toSend = (pris[tree[4]] < pris[tree[5]]) ? tree[5] : tree[4];
end
endmodule
```

## flow/run.sh

```bash
#!/bin/bash
# OpenROAD 26Q1-2900-gdf79404cd8, Yosys 0.63+post, stock flow scripts
make -C /OpenROAD-flow-scripts/flow DESIGN_CONFIG=/design/flow/config.mk WORK_HOME=/design/flow/orfs finish
```

==> metrics.csv <==
stage,metric,value,unit
critical_path,cp_data_required_time,6.00,ns
final_timing,worst_pin_slew,0.382,ns
clock_network,hold_buffers,0,
critical_path,critPathSlowestCell,sky130_fd_sc_hd__dlygate4sd2_1,
cells_and_area,clock_buffer_count,0,
drt,post_drt_via_cell_ratio,4.09,
logic_synthesis,yosys-stat-cells,171,
floorplan,die_h,123,um
floorplan,core-area,10300,um2
logic_synthesis,synth.avg_cell_area,8.63,um2
floorplan,placement_rows,37,
critical_path,worstPathCellList,"dlygate4sd2_1, ha_4, or2b_4, buf_4, o21ai_4, nand2_2, ha_1, inv_1, a21o_1, a31oi_4, mux2i_2, ha_2, o21ai_2, nand2b_1, o31a_1, buf_4, o21ai_1, ha_1, a311o_1, o32a_1, mux2i_1, buf_2",
critical_path,cp.buffers_inverters,5,
drt,routed_wirelength,6680,um
critical_path,startpoint_type,primary input,
final_timing,timing.setup.tns,0,ns
drt,first_iter_violations,34,
drt,detailedRoute.firstPassIterationCount,4,
outcome,status,finished clean,
final_timing,final.min_clock_period,7.24,ns
drt,antenna_cells,0,
logic_synthesis,syn-instance-count,171,
cells_and_area,final.fill_count,1027,
critical_path,worst_setup_path_end_kind,output port,
cells_and_area,layout.cell_area.non_filler,3350,um2
hold_path,timing.hold.worst_path_depth,5,
power_and_ir_drop,combPwrFrac,100.0,%
final_timing,setup_violations,0,
cells_and_area,final-seq-area,0,um2
logic_synthesis,synth_unique_cells,44,
power_and_ir_drop,leakage,1.41,nW
power_and_ir_drop,seq_power_share,0,%
placed_design,dp_cells,449,
drt,routed-via-count,1929,
global_routing,globalRouteOverflowTotal,0,
placed_design,place_ws,-0.601,ns
power_and_ir_drop,power_frac_clock,0,%
critical_path,path_delay_family,AND-OR/OR-AND gates,
cells_and_area,layout-area-overhead-vs-synth,127,%
drt,route.antenna.remaining_nets,0,
cells_and_area,seq_cell_count,0,
logic_synthesis,synth_area,1480,um2
final_timing,slew_violations,0,
floorplan,dieArea,15100,um2
final_timing,finalHoldViolCount,0,
global_routing,grt.total_usage,8.30,%
critical_path,critical_path.max_stage_delay,0.30,ns
final_timing,slew_headroom,74.5,%
cells_and_area,layout-drive-gt1-share,36.6,%
global_routing,antenna_found_initial,0,
placed_design,globalplace.congestion,0.767,
global_routing,first_global_vias,2138,
cells_and_area,post_layout_cell_count,472,
hold_path,hold_class,in2out,
critical_path,worstPathMaxFanout,5,
floorplan,die_width,123,um
final_timing,layout_worst_path_cycle_share,96.5,%
drt,post_drt_wl_per_cell,14.2,um
placed_design,numPortBuffers,110,
placed_design,place_hpwl,5860,um
critical_path,path_depth,22,
job,drv.max_cap_violation_count,0,
placed_design,postPlaceCellArea,2980,um2
power_and_ir_drop,power.switching,0.121,mW
critical_path,cp.arrival,5.74,ns
floorplan,initial_utilization,14.3,%
final_timing,final.setup.worst_slack,0.260,ns
critical_path,worst-setup-path-type,in2out,
power_and_ir_drop,power_per_cell_area,97.7,nW/um2
global_routing,wire_length_of_the_first_global_routing_pass,10200,um
cells_and_area,layout_top_cell_excl_fill_tap,sky130_fd_sc_hd__clkdlybuf4s50_1,
logic_synthesis,synth_seq_share,0,%
global_routing,maximum_number_of_pins_on_one_net_before_global_route_repair,25,
final_timing,timing.fmax,138,MHz
logic_synthesis,synthesis_warning_total,3,
cells_and_area,lay_top_cells,"sky130_fd_sc_hd__clkdlybuf4s50_1 (105), sky130_fd_sc_hd__buf_4 (56), sky130_fd_sc_hd__nand2_1 (16)",
power_and_ir_drop,internal_power,0.206,mW
drt,drcViolationCount,0,
floorplan,num_io_pins,110,
power_and_ir_drop,vdd_drop_max,0.0278,mV
logic_synthesis,yosys.stat.chipArea,1480,um2
power_and_ir_drop,power.share.switching,36.9,%
job,warning_count,35,
## layer usage
| layer | wire, um | GRT usage, % | vias up |
|---|---|---|---|
| li1 | - | - | 992 |
| met1 | 2930 | 10.4 | 866 |
| met2 | 3250 | 14.7 | 71 |
| met3 | 501 | 2.50 | 0 |
| met4 | 0 | 0 | 0 |
| met5 | 0 | 0 | - |
## synth_stat cells (3+ instances only)
master	number	share of area, %
sky130_fd_sc_hd__a21o_1	3	1.5
sky130_fd_sc_hd__a21oi_1	4	1.4
sky130_fd_sc_hd__a22oi_1	3	1.5
sky130_fd_sc_hd__a31oi_1	4	1.7
sky130_fd_sc_hd__and2_1	4	1.7
sky130_fd_sc_hd__buf_6	5	3.8
sky130_fd_sc_hd__ha_1	16	14
sky130_fd_sc_hd__inv_1	9	2.3
sky130_fd_sc_hd__mux2_1	4	3.1
sky130_fd_sc_hd__mux2_2	4	3.1
sky130_fd_sc_hd__mux2i_1	17	12
sky130_fd_sc_hd__mux4_2	13	20
sky130_fd_sc_hd__nand2_1	24	6.1
sky130_fd_sc_hd__nor2_1	13	3.3
sky130_fd_sc_hd__nor2b_1	5	2.1
sky130_fd_sc_hd__o21a_1	3	1.5
sky130_fd_sc_hd__o21ai_1	3	1.0
sky130_fd_sc_hd__o22ai_1	3	1.3
## layout make-up
class,instances,area (um2),area share (%)
inverters,9,33.8,1.01
multi-input cells,155,1540,45.9
repair buffers,172,1610,48.0
well taps,136,170,5.08
## cells by family (layout without fill, tap and decap cells)
group | count (synthesis) | in the layout | synth area share [%]
and+or+nand+nor | 57 | 57 | 18.3
adders and majority gates | 16 | 16 | 13.6
AOI/OAI and AO/OA | 43 | 43 | 22.2
muxes | 39 | 39 | 38.5
buffers and inverters | 16 | 181 | 7.46
## power groups by stage
stage	combinational (mW)	clock, mW	sequential, mW
after global routing	0.357	0	0
final	0.327	0	0
after CTS	0.296	0	0
## repair_timing
action	CTS	global route
setup endpoints to repair	1	1
gates resized	19	34
buffers inserted	13	10
pin swaps	3	20
## through the flow
stage          total power, mW  util (%)  hold WS [ns]
2_1_floorplan            0.141         -          3.22
3_3_place_gp             0.267      28.8          4.30
3_5_place_dp             0.270      28.8          4.33
4_1_cts                  0.296      30.3          3.95
5_1_grt                  0.357      32.4          4.04
6_report                 0.327      32.4          3.93
## worst paths after layout
| check | from | endpoint | slack [ns] |
|---|---|---|---|
| max | curDim[1] | toSend | 0.26 |
| min | pri1[1] | toSend | 3.93 |
Power figures rest on the tool's default switching activity, not on a simulated workload.
