==> flow/design.v <==
module empties
(
  input [0:2] pri1, pri2, pri3, pri4, pri5, pri6, pri7,
  output reg [0:2] res1, res2, res3, res4
);
wire [0:6] bufFree;
assign bufFree[0] = !(pri1 == 3'b000);
assign bufFree[1] = !(pri2 == 3'b000);
assign bufFree[2] = !(pri3 == 3'b000);
assign bufFree[3] = !(pri4 == 3'b000);
assign bufFree[4] = !(pri5 == 3'b000);
assign bufFree[5] = !(pri6 == 3'b000);
assign bufFree[6] = !(pri7 == 3'b000);
reg [0:2] res1f, res2f, res3f, res4f;
always @(*) begin
  (* parallel_case *) casex (bufFree)
    7'bxxxxxx1: res1f = 3'b001;
    7'bxxxxx10: res1f = 3'b010;
    7'bxxxx100: res1f = 3'b011;
    7'bxxx1000: res1f = 3'b100;
    7'bxx10000: res1f = 3'b101;
    7'bx100000: res1f = 3'b110;
    7'b1000000: res1f = 3'b111;
    7'b0000000: res1f = 3'b000;
  endcase
end
reg [0:2] res4t;
always @(*) begin
  (* parallel_case *) casex (bufFree)
    7'b1xxxxxx: res4t = 3'b111;
    7'b01xxxxx: res4t = 3'b110;
    7'b001xxxx: res4t = 3'b101;
    7'b0001xxx: res4t = 3'b100;
    7'b00001xx: res4t = 3'b011;
    7'b000001x: res4t = 3'b010;
    7'b0000001: res4t = 3'b001;
    7'b0000000: res4t = 3'b000;
  endcase
  res4f = (res1f == res4t) ? 3'b000 : res4t;
end
reg [0:2] res2t, res3t;
always @(*) begin
  if (res4f == 3'b000) begin
    res2f = 3'b000;
    res3f = 3'b000;
  end
  else begin
    res2f = res2z;
    res3f = res3z;
  end
end
wire bufFree2;
assign bufFree2 = bufFree & ~(1 << res1f | 1 << res4f);
always @(*) begin
  (* parallel_case *) casex (bufFree)
    7'bxxxxxx1: res2t = 3'b001;
    7'bxxxxx10: res2t = 3'b010;
    7'bxxxx100: res2t = 3'b011;
    7'bxxx1000: res2t = 3'b100;
    7'bxx10000: res2t = 3'b101;
    7'bx100000: res2t = 3'b110;
    7'b1000000: res2t = 3'b111;
    7'b0000000: res2t = 3'b000;
  endcase
end
reg [0:2] res3tt;
always @(*) begin
  (* parallel_case *) casex (bufFree)
    7'b1xxxxxx: res3tt = 3'b111;
    7'b01xxxxx: res3tt = 3'b110;
    7'b001xxxx: res3tt = 3'b101;
    7'b0001xxx: res3tt = 3'b100;
    7'b00001xx: res3tt = 3'b011;
    7'b000001x: res3tt = 3'b010;
    7'b0000001: res3tt = 3'b001;
    7'b0000000: res3tt = 3'b000;
  endcase
  res3t = (res2t == res3tt) ? 3'b000 : res3tt;
end
reg [0:2] res2z, res3z;
always @(*) begin
  res2z = (res1f == res2t) ? 3'b000 : res2t;
  res3z = (res3t == res4f) ? 3'b000 : res3t;
end
always @(*)
begin
  res1 = res1f;
  res2 = res4f;
  res3 = res2f;
  res3 = res3f;
end
endmodule
==> flow/run.sh <==
#!/bin/bash
# OpenROAD 26Q1-2900-gdf79404cd8, Yosys 0.63+post, stock flow scripts
make -C /OpenROAD-flow-scripts/flow DESIGN_CONFIG=/design/flow/config.mk WORK_HOME=/design/flow/orfs finish
==> flow/config.mk <==
export PLATFORM = sky130hd
export DESIGN_NAME = empties
export DESIGN_NICKNAME = empties
export VERILOG_FILES = /design/flow/design.v
export SDC_FILE = /design/flow/constraint.sdc
export NUM_CORES = 4
export LEC_CHECK = 1
export CORE_AREA = 10 10 70 70
export DIE_AREA = 0 0 80 80
==> flow/constraint.sdc <==
current_design empties

set clk_period 3.3
set clk_io_pct 0.2

create_clock -name clk0 -period $clk_period

set non_clock_inputs [all_inputs -no_clocks]
set_input_delay [expr $clk_period * $clk_io_pct] -clock clk0 $non_clock_inputs
set_output_delay [expr $clk_period * $clk_io_pct] -clock clk0 [all_outputs]
==> reports/metrics.cfg <==
[outcome]
status = completed

[final_timing]
setup_violations = 0
fmax_mhz = 314
maxSlewViolCount = 0
hold_viol_final = 0
setup_tns_ns = 0
finalCritPeriodShare = 0.966
whs_ns = 2.40
rsz0062_at_grt = false
fin_crit_ns = 3.19

[synthesis]
yosys_area_um2 = 304
synth_cells = 48
ys_cells = 48
syn_area_um2 = 304
synth.avg_cell_area_um2 = 6.33
yosysWarnings = 4
yosysUniqueCellTypes = 18
ys_seq_share = 0

[routing]
firstDrtPassIters = 2
vias = 411
wl_per_cell_um = 10.1
drc_errors = 0
drt_iter0_markers = 29
antennaDiodeCount = 0
finalWirelength_um = 1220
ant_nets = 0
viasPerCell = 3.40

[setup_path]
path_cells = clkdlybuf4s50_1 > or3_4 > o211ai_1 > nand2_1 > a221oi_2 > nor2_1 > clkdlybuf4s50_1
crit_type = primary input to output port
path_buffers = 2
path_common_cell = clkdlybuf4s50_1
worst-endpoint-required_ns = 2.64
setup.worst_path.start_class = primary input
cp_max_fo = 6
crit_path_end_kind = output port
max_stage_delay_ns = 0.42
arrival_ns = 2.53
crit_slowest_cell = or3_4
crit_family = buffers and inverters

[die]
die_w_um = 80
num_rows = 21
fp_util = 0.0890
core_mm2 = 0.00342
io_pins = 33
die-area_mm2 = 0.00640
die_y_um = 80

[place]
numPortBuffers = 27
hpwl_um = 1150
place_inst = 121
gp_congestion = 0.697

[cells_and_area]
final_layout_size_suffix_gt1_frac = 0.133
nFlopsAndLatches = 0
lay_top_count = clkdlybuf4s50_1
nClkBuffers = 0
syn2layout_area_growth_pct = 102
regArea_um2 = 0
final_cell_mix = clkdlybuf4s50_1, a21oi_1, nand2_1, conb_1, nor2_1
fin_cells = 121
fillCellCount = 397

[global_route]
antenna_found_initial = 0
grt_pass1_vias = 430
grtUsageTotal = 0.0346
grt_overflow_total = 0
grt_pass1_wl_um = 1870
grt_max_degree = 7

[cts]
post-cts-setup-buffers = 0

[worst_hold_path]
hp-class = primary input to output port
whs_path_depth = 4
min_from = pri7[0]
whs_endpoint = res1[2]

[pwr]
powerDensity_mw_per_mm2 = 70.7
peakVddDrop_mv = 0.0153
p_leak_uw = 0.000195

[run]
maxCapViolCount = 0
warnings = 32

## per-stage QoR
stage / setup slack (ns) / cell area [µm²] / utilization / power [µW]
detailed placement: 0.0836 / 613 / 0.179 / 44.0
CTS: 0.0803 / 613 / 0.179 / 44.1
global route: 0.0128 / 613 / 0.179 / 47.5
floorplan: 1.06 / 323 / - / 15.9
finish: 0.113 / 613 / 0.179 / 43.4
global placement: 0.116 / 613 / 0.179 / 43.5
## synthesized netlist by cell type
master    instances  area (µm²)
a21o_1            1        7.51
a21oi_1           8        40.0
a221oi_2          1        15.0
and2_1            1        6.26
buf_4             6        45.0
conb_1            1        3.75
nand2_1           6        22.5
nand2_2           1        6.26
nor2_1            5        18.8
nor2b_4           1        13.8
nor3_1            3        15.0
nor3_2            2        20.0
o211ai_1          1        7.51
o21ai_0           4        20.0
o31ai_1           1        7.51
or2_4             1        8.76
or3_1             2        12.5
or3_4             3        33.8
## cells by family (layout without fill, tap and decap cells)
group / count (synthesis) / count (layout) / synth area share
AND-OR/OR-AND: 16 / 16 / 0.321
buffers and inverters: 6 / 28 / 0.148
other: 1 / 6 / 0.0123
AND/OR/NAND/NOR: 25 / 25 / 0.519
## repair_timing
| item | 4_1_cts | 5_1_grt |
|---|---|---|
| hold buffers | 0 | 0 |
| endpoints found under the setup margin | 0 | 1 |
| resized | 0 | 1 |
## layer usage
| layer | part of all wire | global-route usage |
|---|---|---|
| met4 | 0 | 0 |
| met5 | 0 | 0 |
| met1 | 0.43 | 0.0382 |
| met2 | 0.55 | 0.0722 |
| met3 | 0.026 | 0.00227 |
## report_power, final
part           internal [µW]  switching (µW)  total, µW
Sequential                 0               0          0
Clock                      0               0          0
Combinational           30.1            13.3       43.4
## worst max path at each step
stage	startpoint	endpoint	cells past startpoint
4_1_cts	pri2[1]	res2[1]	7
5_1_grt	pri2[1]	res2[1]	7
6_report	pri2[1]	res2[1]	7
## cell type report
type                            instances  area, µm²  share of cell area
Tap cell                               46       57.6              0.0939
Timing Repair Buffer                   28        278               0.453
Multi-Input combinational cell         47        278               0.453
Power and IR drop assume default switching activity.
